[flow/design.v]
`timescale 1ns / 10ps
module heart_beat #
(
  parameter CLK_VALUE   = 100000000,
  parameter SPEED_GRADE = 2
)
(
  input  wire clk_i,
  input  wire srst_n_i,
  output wire heart_beat_o
);
 localparam integer COUNTER_WIDTH = $clog2(CLK_VALUE / SPEED_GRADE);
 reg                        heart_beat;
 reg [COUNTER_WIDTH - 1: 0] counter;
 assign heart_beat_o = heart_beat;
 always @ (posedge clk_i)
   begin
     if (1'h0 == srst_n_i)
       begin
         counter    <= {COUNTER_WIDTH {1'h0}};
         heart_beat <= 1'h0;
       end
     else
       begin
         if ({COUNTER_WIDTH {1'h0}} == counter)
           begin
             heart_beat <= ~heart_beat;
           end
         counter <= counter + 1'h1;
       end
     end
endmodule
[flow/run.sh]
#!/bin/bash
# OpenROAD 26Q1-2900-gdf79404cd8, Yosys 0.63+post, stock flow scripts
make -C /OpenROAD-flow-scripts/flow DESIGN_CONFIG=/design/flow/config.mk WORK_HOME=/design/flow/orfs finish
[flow/config.mk]
export PLATFORM = sky130hd
export DESIGN_NAME = heart_beat
export DESIGN_NICKNAME = heart_beat
export VERILOG_FILES = /design/flow/design.v
export SDC_FILE = /design/flow/constraint.sdc
export NUM_CORES = 4
export LEC_CHECK = 1
export CORE_AREA = 10 10 89 89
export DIE_AREA = 0 0 99 99
[flow/constraint.sdc]
current_design heart_beat

set clk_period 3.6
set clk_io_pct 0.2

create_clock -name clk0 -period $clk_period [get_ports {clk_i}]

set non_clock_inputs [all_inputs -no_clocks]
set_input_delay [expr $clk_period * $clk_io_pct] -clock clk0 $non_clock_inputs
set_output_delay [expr $clk_period * $clk_io_pct] -clock clk0 [all_outputs]
==> summary.txt <==
The flow completed. Number of instances in the placed design landed at 228. Initial standard-cell utilization of the core landed at 22.5%. Vias after detailed routing landed at between 1k and 1.5k. Core occupancy in the finished layout landed at 24.7%. The flow ran to the end, and the final reports show no timing, DRC or antenna violations.

The launch point of the worst register-to-register path is recorded as counter[0]. The final timing report lists a hold violation count of 0. Per the TritonCTS log, the buffer count is 3. Fraction of layout instances using a drive strength above 1 landed at under 10%. The report puts the hold buffer count at CTS at 0.

The worst pin sits at a relative slew slack of 47.7%. The critical path in this run is classified as in2reg. The commonest register cell is dfxtp_1. Counting I/O delays and the setup requirement, the final critical path takes 2160 ps. Fill cell instance count of the final layout landed at 640. The tightest min-delay check is of the reg2reg type. The synthesized netlist occupies a cell area of roughly 1300 sq um. Initial detailed-routing violation count landed at between 40 and 50. Path depth of the worst reg2reg path landed at 5. Post-synthesis average cell area landed at 8.58 sq um. Max fanout on the critical path was recorded as 24.

Placeable core region landed at roughly 6000 sq um. Per the run summary, max-cap violations total 0. Wire length reported by the detailed router landed at around 2.4 mm. Endpoints with negative setup slack in the final report add up to 0. Via count normalized by instance count landed at roughly 4.4.

Per the hold report, the tightest min-delay path originates at counter[25]. Cell count of the worst hold path landed at 2. In this run the horizontal extent of the chip is a little under 100 microns. Global-route wire length before repair landed at between 4 and 5 mm. Listed in order, past its start point the critical path passes clkdlybuf4s50_1 > inv_1 > a21oi_1.

Worst path required time landed at 3800 ps. Clock sink total landed at 27. Boundary pin count landed at 3.

Summing the sequential cell areas from Yosys gives about two fifths of the chip area. Detailed placement finished with a half-perimeter wire length of roughly 1.7 mm. The path with the worst hold slack has its endpoint at counter[25].

Final antenna diode count landed at 0. Number of global-route vias before repair landed at ~970. Before CTS, the worst setup slack after placement is approximately 1100 ps. Area reported by Yosys stat landed at between 1000 and 1500 sq um.

Fmax landed at around 460 MHz. Power density normalized to cell area landed at ~340 nW/um^2. Looking at the critical path, the single cell with the biggest stage delay is clkdlybuf4s50_1. After routing, the total negative slack on setup checks comes to 0 ps. Number of cells upsized or downsized after cts landed at 0. The worst setup path is captured at a register.

In this run, synthesis inferred 0 flip-flops with an integrated enable. Warnings raised by the tools during the run amount to 26. After layout, the setup clock skew is reported as ~6.7 ps. Per the gpl log, the routability congestion estimate is between 0.8 and 0.9. Per the detail_route report, DRC violations left total 0. Vertical die dimension landed at 99 microns. Clock latency on the worst-skew pair landed at ~270 ps.

After clock tree synthesis, the setup repair step added 0 buffers. Of the available clock period, the critical path in the final layout requires approximately 60%. Residual antenna-violating net count after detailed routing landed at 0. Instance count of the mapped netlist landed at about 160.

Floorplan row count landed at 28. The critical path contains buffers and inverters numbering 2 combined. Yosys reported that registers with async set or reset make up 0%.

The die covers around 9800 sq um. Slew at the pin closest to its max-slew limit landed at about 780 ps. In this run the critical register-to-register path is captured at counter[18]. Total of buffers placed on input and output ports landed at 2. Maximum buffer depth of the clock tree landed at 2. In this design, the stage delay of the slowest critical-path cell is a little under 1000 ps.

Largest net degree at the start of global routing landed at 25. Number of standard cells reported by yosys landed at around 160. Maximum VDD drop landed at around 260 uV. Data arrival time of the critical path landed at approximately 2400 ps. The initial antenna violation count came to 0. Setup repair after global routing left no endpoint under its margin.

Signed area change from the synthesized netlist to the final layout landed at 10.0%. For this run, the total global-route usage over all layers was measured as under 10%. Grouping stages by cell kind, the critical path spends the most delay in buffers and inverters. The first detailed-routing pass took 3 iterations. Counting the warning lines in the Yosys log gives 1.

Number of H-tree levels landed at 1. The registers of the reported paths see a clock transition of around 90 ps. Number of pins exceeding their max-slew limit in the final report landed at 0. CTS placed an instance of clkbuf_8 at the clock tree root. Internal reg-to-reg setup slack landed at approximately 1800 ps. After synthesis the netlist holds a flip-flop and latch count of 27.

For this run, the number of standard cells in the final layout without fillers is ~230. For this design the static power due to leakage is 0.569 nW. Smallest setup slack after layout landed at around 1400 ps. TritonCTS built the clock tree. Sum of overflow across all layers after global routing landed at 0. The worst setup path is launched from an input port. Mean routed wirelength per cell landed at approximately 10 microns. The netlist uses 27 different library cells.
layout by cell type (no fill, tap or decap), types with 5 or more instances in the layout:
master / synthesis / final
dfxtp_1: 27 / 27
nand2_1: 20 / 20
nor2_1: 16 / 16
nand3_1: 11 / 11
nand2b_1: 11 / 11
mux2i_1: 11 / 11
xnor2_1: 9 / 9
nand4_1: 8 / 8
nor3_1: 7 / 7
inv_1: 5 / 5
tightest hold or removal path, delay by kind of cell, from the launching register on:
kind             cells  cell delay (ps)
multiplexers         1               50
flip-flops           1              330
AND/OR/NAND/NOR      1               60
layout make-up:
class                   instances  area, sq um  share of cell area [%]
clock inverters                 1         5.00                   0.338
inverters                       5         18.8                    1.27
multi-input cells             119          763                    51.5
clock buffers                   3         41.3                    2.78
flip-flops and latches         27          541                    36.5
repair buffers                  2         20.0                    1.35
well taps                      75         93.8                    6.33
kinds of logic (layout without fill, tap and decap cells):
| group | count (synthesis) | after routing | synth area share [%] |
|---|---|---|---|
| compound gates | 6 | 6 | 2.23 |
| xor+xnor | 11 | 11 | 7.15 |
| fa+ha+maj | 2 | 2 | 1.86 |
| buf+inv | 11 | 11 | 3.25 |
| flops | 27 | 27 | 40.1 |
| mux | 11 | 11 | 8.17 |
| simple gates | 89 | 89 | 37.2 |
routing by layer:
metal,share of wire (%),up-vias,global-route usage (%)
met5,0,-,0
met4,0.66,0,0.331
met3,5.1,2,1.97
met2,39,6,7.36
met1,55,470,8.15
li1,-,542,-
state kept, by name, indices dropped and copies added, names as in the netlist:
signal      flops
counter        26
heart_beat      1
synthesized netlist by cell type, types with 2 or more instances:
master / number / area share, %
nor2_1: 16 / 4.5
mux2i_1: 11 / 8.2
nor4_4: 2 / 3.2
a21oi_1: 3 / 1.1
ha_1: 2 / 1.9
nor4_1: 4 / 1.9
o21ai_0: 3 / 1.1
nand3_1: 11 / 4.1
clkbuf_1: 3 / 0.84
nand2_1: 20 / 5.6
nand4_1: 8 / 3.7
nor3_1: 7 / 2.6
dfxtp_1: 27 / 40
or3_1: 4 / 1.9
xnor2_1: 9 / 5.8
nand2b_1: 11 / 5.1
xor2_1: 2 / 1.3
inv_1: 5 / 1.4
report_power, final:
part / internal, mW / switching [mW]
Clock: 0.0775 / 0.0920
Sequential: 0.303 / 0.00568
Combinational: 0.0117 / 0.0136
Total: 0.392 / 0.111
worst max path at each step:
stage         from          end  slack (ps)  cells past startpoint
6_report  srst_n_i  counter[13]        1440                      3
5_1_grt   srst_n_i   heart_beat        1190                      3
4_1_cts   srst_n_i  counter[13]        1440                      3
per-stage QoR:
| step | instance area, sq um | hold slack [ps] | power, mW |
|---|---|---|---|
| after floorplan | 1350 | 445 | 0.332 |
| after global placement | 1440 | 463 | 0.341 |
| after detailed placement | 1440 | 468 | 0.341 |
| after CTS | 1480 | 482 | 0.514 |
| after global routing | 1480 | 510 | 0.533 |
| final | 1480 | 480 | 0.503 |
Power and IR drop assume default switching activity.
